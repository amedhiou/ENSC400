===== design.v =====
module fifo1 #(parameter DSIZE = 8,parameter ASIZE = 4)
(output [DSIZE-1:0] rdata, 
 output wfull, 
 output rempty, 
 input [DSIZE-1:0] wdata, 
 input winc, wclk, wrst_n, 
 input rinc, rclk, rrst_n);
wire [ASIZE-1:0] waddr, raddr;
wire [ASIZE:0] wptr, rptr, wq2_rptr, rq2_wptr;
sync_r2w sync_r2w (.wq2_rptr(wq2_rptr), .rptr(rptr), .wclk(wclk), .wrst_n(wrst_n));
sync_w2r sync_w2r (.rq2_wptr(rq2_wptr), .wptr(wptr), .rclk(rclk), .rrst_n(rrst_n));
fifomem #(DSIZE, ASIZE) fifomem (.rdata(rdata), .wdata(wdata), .waddr(waddr), .raddr(raddr), .wclken(winc), .wfull(wfull), .wclk(wclk));
rptr_empty #(ASIZE) rptr_empty (.rempty(rempty), .raddr(raddr), .rptr(rptr), .rq2_wptr(rq2_wptr), .rinc(rinc), .rclk(rclk), .rrst_n(rrst_n));
wptr_full #(ASIZE) wptr_full (.wfull(wfull), .waddr(waddr), .wptr(wptr), .wq2_rptr(wq2_rptr), .winc(winc), .wclk(wclk), .wrst_n(wrst_n));
endmodule
module fifomem #(parameter DATASIZE = 8,  
parameter ADDRSIZE = 4)  
(output [DATASIZE-1:0] rdata, input [DATASIZE-1:0] wdata, input [ADDRSIZE-1:0] waddr, raddr, input wclken, wfull, wclk);
localparam DEPTH = 1<<ADDRSIZE;
reg [DATASIZE-1:0] mem [0:DEPTH-1];
assign rdata = mem[raddr];
always @(posedge wclk)
if (wclken && !wfull) mem[waddr] <= wdata;
endmodule
module sync_r2w #(parameter ADDRSIZE = 4)
(output reg [ADDRSIZE:0] wq2_rptr, input [ADDRSIZE:0] rptr, input wclk, wrst_n);
reg [ADDRSIZE:0] wq1_rptr;
always @(posedge wclk or negedge wrst_n)
if (!wrst_n) {wq2_rptr,wq1_rptr} <= 0;
else {wq2_rptr,wq1_rptr} <= {wq1_rptr,rptr};
endmodule
module sync_w2r #(parameter ADDRSIZE = 4)
(output reg [ADDRSIZE:0] rq2_wptr,
input [ADDRSIZE:0] wptr,
input rclk, rrst_n);
reg [ADDRSIZE:0] rq1_wptr;
always @(posedge rclk or negedge rrst_n)
if (!rrst_n) {rq2_wptr,rq1_wptr} <= 0;
else {rq2_wptr,rq1_wptr} <= {rq1_wptr,wptr};
endmodule
module rptr_empty #(parameter ADDRSIZE = 4)
(output reg rempty,output [ADDRSIZE-1:0] raddr, output reg [ADDRSIZE :0] rptr, input [ADDRSIZE :0] rq2_wptr, input rinc, rclk, rrst_n);
reg [ADDRSIZE:0] rbin;
wire [ADDRSIZE:0] rgraynext, rbinnext;
always @(posedge rclk or negedge rrst_n)
if (!rrst_n) {rbin, rptr} <= 0;
else {rbin, rptr} <= {rbinnext, rgraynext};
assign raddr = rbin[ADDRSIZE-1:0];
assign rbinnext = rbin + (rinc & ~rempty);
assign rgraynext = (rbinnext>>1) ^ rbinnext;
assign rempty_val = (rgraynext == rq2_wptr);
always @(posedge rclk or negedge rrst_n)
if (!rrst_n) rempty <= 1'b1;
else rempty <= rempty_val;
endmodule
module wptr_full #(parameter ADDRSIZE = 4)
(output reg wfull,
output [ADDRSIZE-1:0] waddr,
output reg [ADDRSIZE :0] wptr,
input [ADDRSIZE :0] wq2_rptr,
input winc, wclk, wrst_n);
reg [ADDRSIZE:0] wbin;
wire [ADDRSIZE:0] wgraynext, wbinnext;
always @(posedge wclk or negedge wrst_n)
if (!wrst_n) {wbin, wptr} <= 0;
else {wbin, wptr} <= {wbinnext, wgraynext};
assign waddr = wbin[ADDRSIZE-1:0];
assign wbinnext = wbin + (winc & ~wfull);
assign wgraynext = (wbinnext>>1) ^ wbinnext;
assign wfull_val = (wgraynext=={~wq2_rptr[ADDRSIZE:ADDRSIZE-1],
wq2_rptr[ADDRSIZE-2:0]});
always @(posedge wclk or negedge wrst_n)
if (!wrst_n) wfull <= 1'b0;
else wfull <= wfull_val;
endmodule

===== run.sh =====
#!/bin/bash
# OpenROAD 26Q1-2900-gdf79404cd8, Yosys 0.63+post, stock flow scripts
make -C /OpenROAD-flow-scripts/flow DESIGN_CONFIG=/design/flow/config.mk WORK_HOME=/design/flow/orfs finish

===== config.mk =====
export PLATFORM = sky130hd
export DESIGN_NAME = fifo1
export DESIGN_NICKNAME = fifo1
export VERILOG_FILES = /design/flow/design.v
export SDC_FILE = /design/flow/constraint.sdc
export NUM_CORES = 4
export LEC_CHECK = 1
export CORE_UTILIZATION = 50

===== constraint.sdc =====
current_design fifo1

set clk_period 4.5
set clk_io_pct 0.2

create_clock -name clk0 -period $clk_period [get_ports {rclk}]
create_clock -name clk1 -period $clk_period [get_ports {wclk}]

set non_clock_inputs [all_inputs -no_clocks]
set_input_delay [expr $clk_period * $clk_io_pct] -clock clk0 $non_clock_inputs
set_output_delay [expr $clk_period * $clk_io_pct] -clock clk0 [all_outputs]

==> impl_metrics.yaml <==
# synthesis and place-and-route metrics
cts:
  post_cts_resized: 0
  cts_setup_buffers: 0
  tritoncts: "built"
  cts_hold_buffers: 0
  clk_pin_slew_ns: 0.05
  cts_sinks: 168
critical_path:
  max_stage_delay_ns: 0.74
  crit_arrival_ns: 2.60
  startpoint_type: "flip-flop"
  worstPathCellList: "buf_4, mux4_2, a22oi_1, nand2_1, clkdlybuf4s50_1"
  critical_path_class: "reg -> out"
  rr_startpoint: "rptr_empty.rbin[0]"
  path_buffers: 2
  rr_worst_depth: 7
  regToRegEndpoint: "rptr_empty.rempty"
  cp_max_fo: 18
  crit_family: "buffers and inverters"
  critPathCaptureType: "primary output"
  required_ns: 3.60
  rrSetupSlack_ns: 1.82
  crit_slowest_cell: "dfrtp_2"
route:
  ant_nets: 0
  wl_per_cell_um: 21.2
  drc: 0
  routed_wl_mm: 11.6
  dr.pass1.iters: 4
  drt-vias-per-instance: 5.50
  drt_iter0_markers: 200
  antenna-diode-count: 0
  via_count: 3000
power:
  power.leakage_nw: 2.61
  ir_worst_vdd_mv: 0.466
  power.density_mw_per_mm2: 694
  power_mw: 5.19
flow_run:
  cap_violations: 0
  warnings: 26
synthesis:
  yosys.area.top_type: "edfxtp_1"
  synth_top_area_share_pct: 60.4
  synth-edff-count: 128
  synth_cells: 322
  synthesis.area_mm2: 0.00636
  area_leaders: "edfxtp_1 (60%), dfrtp_1 (15%), mux4_2 (11%)"
  ys_seq_share_pct: 76.2
  yosys_area_mm2: 0.00636
  postSynthAreaPerCell_um2: 19.8
  yosysWarnings: 7
  ys_cells: 322
  top_cells_by_count: "edfxtp_1 (128), dfrtp_1 (39), mux4_2 (32)"
  ff_type: "edfxtp_1"
  synthArstFlopShare_pct: 23.8
  synth-seq-cells: 168
  synth_cell_type_count: 28
  most_common_cell: "edfxtp_1"
place:
  hpwl_mm: 7.45
  pre_cts_ws_ns: 1.19
  port_buffers: 22
  placed_area_mm2: 0.00683
  gp_congestion: 0.834
  placed_cells: 509
global_routing:
  antenna_found_initial: 1
  overflow: 0
  groute.usage.overall_pct: 21.4
  grt_max_degree: 27
  grt_pass1_vias: 3338
  grt_pass1_wl_mm: 18.0
hold_path:
  hp-start: "rptr_empty.rptr[2]"
  hold_class: "reg -> reg"
  hold_depth: 0
  holdPathEnd: "sync_r2w.wq1_rptr[2]"
die:
  fp-row-count: 40
  die_area_mm2: 0.0132
  pin_count: 24
  die_h_um: 115
  core_area_mm2: 0.0122
  fp_util_pct: 52.1
  die_x_um: 115
finish:
  area_delta_synth_final_pct: 17.6
  finish.utilization_pct: 61.3
  fin_cells: 545
  fin_area_mm2: 0.00748
  layout-drive-gt1-share_pct: 20.2
  fillers: 910
timing:
  clock_skew_ns: 0.00423
  whs_ns: 0.190
  setup_viol: 0
  finalMaxSlewViolations: 0
  hold_violations: 0
  rsz0062_at_grt: "no"
  setup_ws_ns: 0.998
  tightestPinTransition_ns: 0.943
  maxSlewHeadroom_pct: 36.9
  final.setup.tns_ns: 0
outcome:
  status: "completed"
[worst reg2reg max path, cell delays in order, from the launching register on]
cell      delay [ns]
dfrtp_2         0.74
buf_4           0.31
ha_1            0.22
ha_1            0.24
xor2_1          0.31
xor2_1          0.14
or3_1           0.39
a221oi_2        0.25
[kinds of logic after synthesis]
family          count (synthesis)  share of synthesized area, %
buf+inv                        21                          1.42
fa+ha+maj                       4                         0.787
mux                            32                          11.3
compound gates                 19                          2.38
flops                         168                          76.2
xor+xnor                       25                          4.01
simple gates                   53                          3.89
[state kept, by name (all words and copies together), names as in the netlist]
name and flops:
sync_w2r.rq2_wptr 5, wptr_full.wfull 1, wptr_full.wbin 4, sync_r2w.wq1_rptr 5, sync_r2w.wq2_rptr 5, rptr_empty.rempty 1, fifomem.mem 128, rptr_empty.rptr 5
wptr_full.wptr 5, rptr_empty.rbin 4, sync_w2r.rq1_wptr 5
[report_power, final]
part / total (mW) / switching (mW) / internal [mW]
Clock: 1.54 / 0.559 / 0.983
Sequential: 2.21 / 0.216 / 1.99
Combinational: 1.44 / 0.679 / 0.762
Total: 5.19 / 1.45 / 3.74
[cell type report]
class                      instances  area, µm²  area share (%)
sequential                       168       4850            64.8
inverter                           6       22.5           0.301
clock inverter                    12        140            1.87
clock buffer                      24        515            6.89
tap                              168        210            2.81
timing repair buffer              34        323            4.31
multi-input combinational        133       1430            19.0
[cells in the final DEF (no fill, tap or decap), types with 3 or more instances in the layout]
cell / n
dfrtp_1: 38
a22oi_1: 16
inv_1: 6
edfxtp_1: 128
xor2_1: 13
xnor2_1: 9
nand2b_1: 3
clkbuf_16: 20
nor3_1: 4
bufinv_16: 3
clkinv_1: 4
nand3_1: 8
clkbuf_1: 4
ha_1: 4
nor2_1: 15
mux4_2: 32
nand2_1: 13
clkdlybuf4s50_1: 22
buf_4: 11
or3_1: 5
[metal layers]
metal | routed length [µm] | up-vias | track usage (%)
met4 | 129 | 2 | 3.38
met2 | 5690 | 114 | 31.9
met1 | 4610 | 1533 | 32.6
met5 | 13 | - | 0
met3 | 1130 | 11 | 11.3
li1 | - | 1340 | -
[worst max-delay path by stage]
| stage | start | end | slack (ns) | depth (start not counted) |
|---|---|---|---|---|
| global route | rptr_empty.rbin[0] | rdata[2] | 0.82 | 5 |
| CTS | rptr_empty.rbin[0] | rdata[2] | 0.92 | 5 |
| finish | rptr_empty.rbin[0] | rdata[2] | 1.0 | 5 |
Power is estimated from default activity; no workload was simulated.
